## design/flow/config.mk

```make
export PLATFORM = sky130hd
export DESIGN_NAME = c_74138
export DESIGN_NICKNAME = c_74138
export VERILOG_FILES = /design/flow/design.v
export SDC_FILE = /design/flow/constraint.sdc
export NUM_CORES = 4
export LEC_CHECK = 1
export CORE_AREA = 10 10 70 70
export DIE_AREA = 0 0 80 80
```

## design/flow/constraint.sdc

```tcl
current_design c_74138

set clk_period 1.0
set clk_io_pct 0.2

create_clock -name clk0 -period $clk_period

set non_clock_inputs [all_inputs -no_clocks]
set_input_delay [expr $clk_period * $clk_io_pct] -clock clk0 $non_clock_inputs
set_output_delay [expr $clk_period * $clk_io_pct] -clock clk0 [all_outputs]
```

## design/flow/design.v

```verilog
`timescale 1ns/1ps
module c_74138(
    input logic select_a_i,
    input logic select_b_i,
    input logic select_c_i,
    input logic g1_en_i,     
    input logic g2a_en_n_i,  
    input logic g2b_en_n_i,  
    output logic [7:0] yn_o
);
logic       enable_s;
logic [2:0] select_s;
assign select_s = {select_c_i, select_b_i, select_a_i};
always @(*) begin
    if(g1_en_i) begin
        if (~g2a_en_n_i && ~g2b_en_n_i) enable_s = 1'b1;
    end
    else begin
        enable_s = 1'b0;
    end
end
always @(enable_s, select_s) begin
    if (enable_s) begin
        case(select_s)
            3'b000  : yn_o = 8'b11111110;
            3'b001  : yn_o = 8'b11111101;
            3'b010  : yn_o = 8'b11111011;
            3'b011  : yn_o = 8'b11110111;
            3'b100  : yn_o = 8'b11101111;
            3'b101  : yn_o = 8'b11011111;
            3'b110  : yn_o = 8'b10111111;
            3'b111  : yn_o = 8'b01111111;
            default : yn_o = 8'b1; 
        endcase
    end else begin
        yn_o = 8'b1;
    end
end
endmodule
```

## design/flow/run.sh

```bash
#!/bin/bash
# OpenROAD 26Q1-2900-gdf79404cd8, Yosys 0.63+post, stock flow scripts
make -C /OpenROAD-flow-scripts/flow DESIGN_CONFIG=/design/flow/config.mk WORK_HOME=/design/flow/orfs finish
```

==> flow_results.xml <==
<?xml version="1.0" encoding="UTF-8"?>
<metrics>
  <group name="yosys">
    <metric name="synth_cells" unit="">15</metric>
    <metric name="cell_area_after_technology_mapping" unit="um^2">104</metric>
    <metric name="synthesis.yosys.warnings" unit="">1</metric>
    <metric name="asyncSetResetFlopFracSynth" unit="%">0</metric>
    <metric name="enable_flop_cells" unit="">0</metric>
    <metric name="postSynth.topFlopCell" unit="">sky130_fd_sc_hd__dlxtn_1</metric>
    <metric name="yosys_register_bits" unit="">1</metric>
    <metric name="top_area_share" unit="%">21.7</metric>
    <metric name="synth_stat.cells" unit="">15</metric>
    <metric name="area_leaders" unit="">sky130_fd_sc_hd__a21boi_0 (22%), sky130_fd_sc_hd__o21a_1 (22%), sky130_fd_sc_hd__o31a_1 (17%), sky130_fd_sc_hd__dlxtn_1 (14%), sky130_fd_sc_hd__nor2b_1 (6.0%)</metric>
    <metric name="top_cells_by_count" unit="">sky130_fd_sc_hd__a21boi_0 (3), sky130_fd_sc_hd__o21a_1 (3), sky130_fd_sc_hd__o31a_1 (2)</metric>
    <metric name="top_area_cell" unit="">sky130_fd_sc_hd__a21boi_0</metric>
    <metric name="avgSynthCellArea" unit="um^2">6.92</metric>
    <metric name="ys_chip_area" unit="um^2">104</metric>
    <metric name="synth_cell_type_count" unit="">10</metric>
  </group>
  <group name="cells_and_area">
    <metric name="largest_register_ffs" unit="">1</metric>
    <metric name="drive_above_1_share" unit="%">43.3</metric>
    <metric name="filler_cell_count" unit="">413</metric>
    <metric name="syn_to_final_growth" unit="%">178</metric>
    <metric name="final_core_util" unit="%">8.46</metric>
  </group>
  <group name="detailed_routing">
    <metric name="highest_layer" unit="">met3</metric>
    <metric name="drc_markers" unit="">0</metric>
    <metric name="via_per_inst" unit="">2.17</metric>
    <metric name="1st_iter_drt_viols" unit="">17</metric>
    <metric name="detail_route.first_pass.iterations" unit="">2</metric>
    <metric name="n_antenna_cell" unit="">0</metric>
    <metric name="wirelength" unit="um">599</metric>
    <metric name="detailroute.via_count" unit="">165</metric>
    <metric name="met2_wirelength" unit="um">257</metric>
    <metric name="drtAntennaViolNets" unit="">0</metric>
    <metric name="wl_per_cell" unit="um">7.88</metric>
    <metric name="wl_met1" unit="um">308</metric>
    <metric name="met3_length" unit="um">33</metric>
  </group>
  <group name="final_timing">
    <metric name="final_max_slew_viol_count" unit="">0</metric>
    <metric name="hold-worst-slack" unit="ns">0.640</metric>
    <metric name="final_number_of_hold_violating_endpoints" unit="">0</metric>
    <metric name="unclocked_pins" unit="">1</metric>
    <metric name="final.min_clock_period" unit="ns">0.956</metric>
    <metric name="finalCritPeriodShare" unit="%">95.6</metric>
    <metric name="rsz0062_at_grt" unit="">false</metric>
    <metric name="setup-tns-final" unit="ns">0</metric>
    <metric name="fmax" unit="GHz">1.05</metric>
    <metric name="unconstrained_endpoints" unit="">1</metric>
    <metric name="timing.max_slew.rel_slack" unit="%">83.9</metric>
    <metric name="max_slew.worst_pin.slew" unit="ns">0.242</metric>
    <metric name="setup_viol_count_final" unit="">0</metric>
  </group>
  <group name="worst_setup_path">
    <metric name="cp_data_required_time" unit="ns">0.80</metric>
    <metric name="worst_setup_path_end_kind" unit="">output pin</metric>
    <metric name="crit_path_start_kind" unit="">primary input</metric>
    <metric name="signal_arrival_time_at_the_worst_endpoint" unit="ns">0.76</metric>
    <metric name="path_max_fanout" unit="">4</metric>
    <metric name="critPathKind" unit="">primary input to output pin</metric>
  </group>
  <group name="global_route">
    <metric name="grt_start_max_net_pins" unit="">9</metric>
    <metric name="number_of_global_route_vias_before_repair" unit="">164</metric>
    <metric name="antenna_found_initial" unit="">0</metric>
    <metric name="grt_overflow_total" unit="">0</metric>
    <metric name="grt_util_overall" unit="%">1.76</metric>
    <metric name="grt_first_pass_wirelength" unit="um">890</metric>
  </group>
  <group name="power">
    <metric name="power_density" unit="nW/um^2">248</metric>
    <metric name="fin_total_pwr" unit="W">0.0000716</metric>
    <metric name="irDropWorstVdd" unit="mV">0.0709</metric>
    <metric name="cellLeakagePower" unit="nW">0.112</metric>
  </group>
  <group name="die">
    <metric name="io_pins" unit="">14</metric>
    <metric name="std_cell_rows" unit="">21</metric>
    <metric name="floorplan.initialDensity" unit="%">3.04</metric>
    <metric name="floorplan.die_area" unit="um^2">6400</metric>
    <metric name="core" unit="um^2">3420</metric>
    <metric name="die_width" unit="um">80</metric>
    <metric name="floorplan.die.height" unit="um">80</metric>
  </group>
  <group name="min_path">
    <metric name="hp-class" unit="">primary input to output pin</metric>
  </group>
  <group name="place">
    <metric name="routabilityCongestion" unit="">0.699</metric>
    <metric name="hpwlAfterDp" unit="um">523</metric>
    <metric name="io_buffer_count" unit="">14</metric>
  </group>
  <group name="flow_run">
    <metric name="warnings" unit="">32</metric>
    <metric name="timing.max_cap.violations" unit="">0</metric>
  </group>
  <group name="outcome">
    <metric name="outcome" unit="">finished clean</metric>
  </group>
  <group name="clock_network">
    <metric name="post_cts_hold_buffer_count" unit="">0</metric>
  </group>
</metrics>
[timing repair]
action,in CTS,in global routing
gates cloned,0,0
buffers inserted,1,0
pin swaps,4,1
endpoints found under the setup margin,8,4
gates resized,38,5
[metrics by stage]
step | std cells | setup WS, ns | instance area (um^2)
2_1_floorplan | 15 | 0.351 | 104
3_3_place_gp | 75 | -0.739 | 302
3_5_place_dp | 75 | -0.739 | 302
4_1_cts | 76 | 0.000819 | 293
5_1_grt | 76 | 0.0187 | 289
6_report | 76 | 0.0435 | 289
[worst max-delay path: stages]
cell	delay [ns]
sky130_fd_sc_hd__buf_6	0.10
sky130_fd_sc_hd__nor2_2	0.11
sky130_fd_sc_hd__nand3_1	0.08
sky130_fd_sc_hd__dlygate4sd2_1	0.26
[where the power goes]
part	leakage, nW	total (W)	internal [W]	switching, W
Combinational	0.104	0.0000671	0.0000432	0.0000239
Sequential	0.00812	0.00000451	0.00000297	0.00000155
Clock	0	0	0	0
Total	0.112	0.0000716	0.0000462	0.0000254
[cells by family after synthesis]
logic type | count (synthesis) | share of synthesized area [%]
AND-OR/OR-AND | 8 | 60.2
AND/OR/NAND/NOR | 4 | 18.1
buffers and inverters | 2 | 7.22
latches | 1 | 14.5
[final cells by class]
cell class | instances | area (um^2) | share of cell area (%)
repair buffers | 15 | 123 | 42.4
well taps | 46 | 57.6 | 19.9
multi-input cells | 12 | 86.3 | 29.9
inverters | 2 | 7.51 | 2.60
flip-flops and latches | 1 | 15.0 | 5.19
[layout by cell type, fill, tap and decap left out]
cell / Yosys / layout
sky130_fd_sc_hd__a21boi_0: 3 / 1
sky130_fd_sc_hd__a21boi_1: 0 / 2
sky130_fd_sc_hd__buf_2: 0 / 3
sky130_fd_sc_hd__buf_4: 0 / 1
sky130_fd_sc_hd__buf_6: 0 / 3
sky130_fd_sc_hd__clkbuf_2: 0 / 2
sky130_fd_sc_hd__clkdlybuf4s50_1: 0 / 3
sky130_fd_sc_hd__dlxtn_1: 1 / 1
sky130_fd_sc_hd__dlygate4sd2_1: 0 / 3
sky130_fd_sc_hd__inv_2: 1 / 2
sky130_fd_sc_hd__nand2_2: 0 / 1
sky130_fd_sc_hd__nand3_1: 1 / 1
sky130_fd_sc_hd__nor2_2: 0 / 1
sky130_fd_sc_hd__nor2b_1: 1 / 1
sky130_fd_sc_hd__o21a_1: 3 / 3
sky130_fd_sc_hd__o31a_1: 2 / 2
[final timing paths]
check	start	to	cells after the start
max	select_c_i	yn_o[0]	4
min	select_c_i	yn_o[6]	3
[metal layers]
layer | global-route usage, % | up-vias
li1 | - | 87
met1 | 2.44 | 69
met2 | 2.97 | 9
met3 | 0.227 | 0
met4 | 0 | 0
met5 | 0 | -
Power and IR drop assume default switching activity.
