==> flow/design.v <==
`timescale 1ns/100ps
module a_74138(
    input logic select_a_i,
    input logic select_b_i,
    input logic select_c_i,
    input logic g1_en_i,     
    input logic g2a_en_n_i,  
    input logic g2b_en_n_i,  
    output logic [7:0] yn_o
);
logic enable_s;
assign enable_s = ~g2a_en_n_i && ~g2b_en_n_i && g1_en_i;
assign yn_o[0] = ~(~select_a_i && ~select_b_i  && ~select_c_i && enable_s);
assign yn_o[1] = ~(select_a_i  && ~select_b_i  && ~select_c_i && enable_s);
assign yn_o[2] = ~(~select_a_i &&  select_b_i  && ~select_c_i && enable_s);
assign yn_o[3] = ~(select_a_i  &&  select_b_i  && ~select_c_i && enable_s);
assign yn_o[4] = ~(~select_a_i && ~select_b_i  &&  select_c_i && enable_s);
assign yn_o[5] = ~(select_a_i  && ~select_b_i  &&  select_c_i && enable_s);
assign yn_o[6] = ~(~select_a_i &&  select_b_i  &&  select_c_i && enable_s);
assign yn_o[7] = ~(select_a_i  &&  select_b_i  &&  select_c_i && enable_s);
endmodule
==> flow/run.sh <==
#!/bin/bash
# OpenROAD 26Q1-2900-gdf79404cd8, Yosys 0.63+post, stock flow scripts
make -C /OpenROAD-flow-scripts/flow DESIGN_CONFIG=/design/flow/config.mk WORK_HOME=/design/flow/orfs finish
==> flow/config.mk <==
export PLATFORM = sky130hd
export DESIGN_NAME = a_74138
export DESIGN_NICKNAME = a_74138
export VERILOG_FILES = /design/flow/design.v
export SDC_FILE = /design/flow/constraint.sdc
export NUM_CORES = 4
export LEC_CHECK = 1
export CORE_AREA = 10 10 70 70
export DIE_AREA = 0 0 80 80
==> flow/constraint.sdc <==
current_design a_74138

set clk_period 1.5
set clk_io_pct 0.2

create_clock -name clk0 -period $clk_period

set non_clock_inputs [all_inputs -no_clocks]
set_input_delay [expr $clk_period * $clk_io_pct] -clock clk0 $non_clock_inputs
set_output_delay [expr $clk_period * $clk_io_pct] -clock clk0 [all_outputs]
==> ci_impl_report.md <==
## PnR job results

| Metric | Value |
|---|---|
| Status | complete, no violations |
| Die W | 80 um |
| Initial DRC Count | 4 |
| Fmax | 0.695 GHz |
| Largest net degree at the start of global routing | 6 |
| Post-Syn Area | roughly 90 um^2 |
| Setup Viol. Count Final | 0 |
| Final GP Congestion | roughly 0.76 |
| Area leader, netlist | nor4b_4 |
| Die outline area | 6400 um^2 |
| Vias in the first global route | 159 |
| Core area | 3420 um^2 |
| Placed Area | roughly 300 um^2 |
| Slew Viols, Final | 0 |
| Floorplan utilization | approximately 2.6% |
| # hold bufs at CTS | 0 |
| Slew @ Worst Pin | between 0.2 and 0.3 ns |
| Layout sequential cell count | 0 |
| Leak Pwr | 0.000108 uW |
| Log Warnings | 32 |
| Antenna violation net count after detailed routing | 0 |
| Crit-path max cell delay | 0.34 ns |
| GRT overflow | 0 |
| HPWL Detailed | about 460 um |
| Worst vdd ir | 0.0000128 V |
| Synthesized instance count | 13 |
| Logic area | between 90 and 100 um^2 |
| Wire per inst | 7.41 um |
| DRT Wirelength | 585 um |
| Max_cap viols | 0 |
| Number of diodes | 0 |
| Chip Area, Yosys | 90.1 um^2 |
| Fillcell total | 403 |
| Post-DR vias/cell | about 2.2 |
| DR DRC count | 0 |
| Crit start category | input port |
| Unique cell types | 7 |
| Number of cells in Yosys stat | 13 |
| Port-buffer cells | 14 |
| # rows | 21 |
| Clkbuf count | 0 |
| Final Hold Viols | 0 |
| Post-route minimum period | 1.44 ns |
| Setup crit end kind | primary output |
| Power density over the cells | 118 nW/um^2 |
| Mean post-synth cell area | roughly 6.9 um^2 |
| CP arrival | around 1.1 ns |
| RSZ-0062 raised after global routing | false |
| Detailed-route via count | 177 |
| Die Y | 80 um |
| Slew HR | between 80 and 90% |
| Reg area | 0 um^2 |
| Initial antenna violation count | 0 |
| # IOs | 14 |
| Tot Pwr | 36.8 uW |
| Total global routing track utilization | 1.57% |
| WS Path Type | input port to primary output |
| Fin crit share | a little over nine tenths |
| Layout cells sized above 1 | a little over half |
| Synthesis-to-layout area growth | 246% |
| Crit path max-delay cell type | and4bb_2 |
| WP data required | 1.20 ns |
| Synth top area share | 26.4% |
| Final instance area | 312 um^2 |
| Hold Path Class | input port to primary output |
| Synth Warn # | 0 |
| DR pass1 iterations | 3 |
| Top cells excl fill/tap | 6 x nand2_1, 6 x buf_4, 5 x buf_2 |
| Worst path cell trace | buf_2 > and4bb_2 > buf_4 > nand3_1 > clkdlybuf4s15_1 |
| Register area share after synthesis | 0% |
| Main area contributors after synthesis | nor4b_4 26%, nand2_1 25%, and4bb_2 14% |
| First-pass GRT wire length | 828 um |
| CP Max Fanout | 4 |
[final timing paths]
kind | startpoint | end | slack (ns) | cells after the start
min | select_a_i | yn_o[3] | 0.97 | 3
max | g2b_en_n_i | yn_o[7] | 0.06 | 5
[where the power goes]
group          total (uW)  leakage, uW  switching, uW  internal [uW]
sequential              0            0              0              0
clock                   0            0              0              0
combinational        36.8     0.000108           14.8           22.1
total                36.8     0.000108           14.8           22.1
[worst max-delay path, delay by kind of cell]
| kind | cells | cell delay, ns |
|---|---|---|
| and+or+nand+nor | 2 | 0.41 |
| buffers and inverters | 3 | 0.44 |
[cell type report]
type               count  area share [%]
multi-input cells     13            30.5
well taps             46            18.5
repair buffers        20            51.0
[cells in the mapped netlist (all sizes together)]
cell type / n
nor4b: 1
nand2: 6
nand3: 2
nor2b: 2
and4bb: 1
nor2: 1
[routing by layer]
metal  part of all wire [%]  global-route usage, %  up-vias
li1                       -                      -       87
met1                     46                   2.24       79
met2                     39                   2.33       11
met3                     15                  0.568        0
met4                      0                      0        0
met5                      0                      0        -
[kinds of logic after synthesis]
kind of cell | count (synthesis) | synth area share, %
and+or+nand+nor | 13 | 100
[stage by stage]
stage	setup TNS [ns]	setup WS, ns	hold WS [ns]	cells	utilization, %
2_1_floorplan	0	0.502	0.621	13	-
3_5_place_dp	-3.68	-0.497	1.63	74	8.64
6_report	0	0.0612	0.968	79	9.12
3_3_place_gp	-3.63	-0.508	1.62	74	8.64
4_1_cts	0	0.0188	0.973	79	9.01
5_1_grt	0	0.0000799	0.989	79	9.12
[repair_timing]
action / CTS / global route
pin swaps: 7 / 1
buffers inserted: 5 / 0
setup endpoints to repair: 8 / 3
resized: 35 / 3
Power is estimated from default activity; no workload was simulated.
